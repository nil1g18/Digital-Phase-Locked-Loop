===== /design/flow/run.sh =====
#!/bin/bash
# OpenROAD 26Q1-2900-gdf79404cd8, Yosys 0.63+post, stock flow scripts
make -C /OpenROAD-flow-scripts/flow DESIGN_CONFIG=/design/flow/config.mk WORK_HOME=/design/flow/orfs finish

===== /design/flow/config.mk =====
export PLATFORM = sky130hd
export DESIGN_NAME = pll_d
export DESIGN_NICKNAME = pll_d
export VERILOG_FILES = /design/flow/design.v
export SDC_FILE = /design/flow/constraint.sdc
export NUM_CORES = 4
export LEC_CHECK = 1
export CORE_UTILIZATION = 30
export SYNTH_HDL_FRONTEND = slang

===== /design/flow/constraint.sdc =====
current_design pll_d

set clk_period 6.4
set clk_io_pct 0.2

create_clock -name clk0 -period $clk_period [get_ports {Clock}]

set non_clock_inputs [all_inputs -no_clocks]
set_input_delay [expr $clk_period * $clk_io_pct] -clock clk0 $non_clock_inputs
set_output_delay [expr $clk_period * $clk_io_pct] -clock clk0 [all_outputs]

===== /design/flow/design.v =====
module freq_gen(
	output logic f_out,
	input first_second, timeout, ready,
	input [16-1:0] diff_1, diff_2, f_in,
	input Clock, nReset
	);
timeunit 1ns; timeprecision 10ps;
logic [1:0] state;
logic skip;
logic [16:0] counter, difference;
always_ff @(posedge Clock, negedge nReset)
	if(~nReset)
	begin
		counter <= 0;
		difference <= 0;
		skip <= 0;
	end
	else
	begin
		if(timeout) begin
			difference <= 0;
			counter <= 0;
		end
		if(ready)
			skip <= !skip;
		if(ready) begin
			if(diff_1 + diff_2 > 0)
				if(skip)
					if(first_second)
						difference <= diff_1+1;
					else
						difference <= -diff_1-1;
				else
					if(first_second)
						difference <= diff_1;
					else
						difference <= -diff_1;
			else
				difference <= 0;
			end
		case(state)
		0: begin
				if(counter >= f_in)
					begin
					counter <= 0;
					state <= 1;
					end
				else
					counter <= counter + 1;
			end
		1: begin
				if(counter >= f_in + difference)
					begin
					counter <= 0;
					state <= 0;
					end
				else
					counter <= counter + 1;
			end
		default: state <= 0;
		endcase
	end
always_comb
begin
f_out = (state == 0);
end
endmodule
module pfd (
	output logic first_second, timeout, ready,
	output logic [16-1:0] diff_1, diff_2, f_out,
	input f_1, f_2,
	input Clock, nReset
);
timeunit 1ns; timeprecision 10ps;
logic [16-1:0] counter_1, counter_2, f_count;
logic [1:0] state, state2;
logic [16:0] timeout_counter;
always_ff @(posedge Clock, negedge nReset)
	if(~nReset)
	begin
		first_second <= 0;
		counter_1 <= 0;
		counter_2 <= 0;
		f_out <= 0;
		f_count <= 0;
		ready <= 0;
		diff_1 <= 0;
		diff_2 <= 0;
	end
	else
	begin
		case(state2)
		0: if(f_1)
			begin
			f_count <= 0;
			state2 <= 1;
			end
		1: if(f_1 == 0) begin
			f_out <= f_count;
			state2 <= 0;
			end
			else
			if(f_count < 2**16-2)
				f_count <= f_count + 1;
		default: state2 <= 0;
		endcase
		case(state)
		0: begin
			if(f_1 ^ f_2)
				begin
				if(f_1)
					first_second <= 0;
				else
					first_second <= 1;
				ready <= 0;
				state <= 1;
				counter_1 <= 0;
				counter_2 <= 0;
				timeout_counter <= 0;
				end
			end
		1: begin
			if(f_1 & ~f_2)
				if(counter_1 < 2**16-2)
					counter_1 <= counter_1 + 1;
			if(f_2 & ~f_1)
				if(counter_2 < 2**16-2)
					counter_2 <= counter_2 + 1;
			if(f_1 == 0 & f_2 == 0)
				begin
				diff_1 <= counter_1;
				diff_2 <= counter_2;
				ready <= 1;
				state <= 0;
				end
			if(timeout_counter >= (2**16-2))
				state <= 2;
			end
		2: begin
			if(f_1 == 0 & f_2 == 0)
				begin
				diff_1 <= counter_1;
				diff_2 <= counter_2;
				ready <= 0;
				state <= 0;
				end
			end
		default: state <= 0;
		endcase
	end
assign timeout = (state == 2);
endmodule
module pll_d(
	output logic freq_synced,
	input freq_in,
	input Clock, nReset
	);
timeunit 1ns; timeprecision 10ps;
wire first_second, timeout, ready;
wire [16-1:0] diff_1, diff_2, f_out;
pfd p0(
	.first_second, .timeout, .ready,
	.diff_1, .diff_2, .f_out,
	.f_1(freq_in), .f_2(freq_synced),
	.Clock, .nReset
);
freq_gen f0(.f_out(freq_synced),
	.first_second, .timeout, .ready,
	.diff_1, .diff_2, .f_in(f_out),
	.Clock, .nReset
	);
endmodule

==> ds_physical_params.txt <==
Implementation parameters

Parameter                              Value

Floorplanning
  I/O pin count .................. 4
  Core outline area .................. 27,900 µm²
  Chip area .................. 29,300 µm²
  Number of rows created at floorplan .................. between 60 and 70
  Starting utilization of the core area .................. between 30% and 40%
  Vertical die dimension .................. about 170 µm
  Horizontal die dimension .................. 171 µm

CTS
  Depth of the CTS H-tree .................. 4
  CTS Buffer Depth .................. 2
  Insertion delay to the later sink of the worst-skew pair .................. roughly 420 ps
  Post-CTS Resized .................. 0
  TritonCTS clock tree .................. yes
  Clock-pin slew of the registers on the worst-case setup and hold paths .................. around 70 ps
  CTS Buf Count .................. 17
  Count of clock tree sinks .................. around 140
  Hold buffer count at CTS .................. 0
  Post-CTS setup buffer count .................. 0
  Buffer type at the clock tree root .................. sky130_fd_sc_hd__clkbuf_16

Route
  Total detailed-routing wirelength .................. about 19,000 µm
  Remaining design rule violation count .................. 0
  Number of nets with antenna violations after routing .................. 0
  Antenna diode count .................. 0
  Iteration-0 DRC count of the detailed router .................. roughly 370
  Via count of the routed design .................. 6,458
  Ratio of routed vias to standard cells .................. about 4.9
  Routed length per placed instance .................. 14.3 µm
  Total iterations of the first detailed-routing run .................. 5

Yosys
  Multiplexer fraction of the synthesized cell area .................. 5.04%
  Synth Area in Compound Gates .................. between 10% and 20%
  Async set-or-reset flop fraction in the synthesized netlist .................. a little over nine tenths
  Adder-cell share of the synthesized area .................. 11.5%
  Cells taking the most area after synthesis .................. sky130_fd_sc_hd__dfrtp_1, sky130_fd_sc_hd__ha_1, sky130_fd_sc_hd__xor2_1
  Number of enable-type register cells in the synthesized netlist .................. 3
  Count of state elements after synthesis .................. between 100 and 150
  Count of warnings emitted by yosys .................. 0
  Cell Type Count .................. around 58
  Synthesized chip area reported by yosys .................. ~8600 µm²
  Instance count of the mapped netlist .................. roughly 920
  Post-synthesis share of cell area spent on and, or, nand and nor gates .................. roughly 17%
  Number of standard cells reported by yosys .................. about 920
  Register area share after synthesis .................. between 30% and 40%
  Synthesized area per cell .................. between 9 and 10 µm²
  XORs/XNORs by Area .................. 8.47%
  Largest non-sequential cell family by area .................. simple AND/OR/NAND/NOR gates
  Cell type contributing the most total cell area after synthesis .................. sky130_fd_sc_hd__dfrtp_1
  Main synth FF type .................. sky130_fd_sc_hd__dfrtp_1
  Post-synth top area share .................. about two fifths
  Mapped cell area .................. 8580 µm²

Power
  Switching Power .................. approximately 1.0 mW
  Leakage power .................. 4.36 nW
  Sequential share of power .................. between 30% and 40%
  Power Internal .................. 1.92 mW
  Logic gate share of total power .................. between 20 and 30%
  Pwr dens .................. 304 nW/µm²
  Switching portion of total power .................. approximately 34%
  Overall power consumption .................. roughly 2.9 mW
  Relative contribution of the clock network to total power .................. 33.8%
  Maximum resistive drop on vdd .................. a little under 0.2 mV

Final timing
  Maximum clock rate .................. approximately 240 MHz
  Fin worst setup slack .................. roughly 2200 ps
  Hold Slack .................. 516 ps
  Unrepaired setup endpoints after global routing .................. false
  Share of the cycle needed by the critical path after routing .................. 66.0%
  Headroom to the max-slew limit .................. roughly 45%
  Accumulated negative setup slack .................. 0 ps
  Time the worst path needs with I/O delays and setup .................. ~4200 ps
  Final Max Slew Viols .................. 0
  Final Hold Violating Endpoints .................. 0
  Worst slew pin tran .................. ~830 ps
  Clock Skew .................. 16.7 ps
  Final setup vio count .................. 0

Global routing
  Maximum number of pins on one net before global-route repair .................. around 69
  Total global routing overflow .................. 0
  Vias in the first global route .................. slightly above 6,000
  First-pass GRT wire length .................. about 31,000 µm
  Total Routing Usage GR .................. 13.8%
  Number of antenna violations at the first check in global routing .................. 0

Worst setup path
  Worst stage delay on the critical path .................. ~540 ps
  Series of cell instances along the critical path .................. ha_1 -> inv_1 -> fa_1 -> nor2b_1 -> o2111ai_1 -> and3_1 -> o311ai_0 -> a21oi_1 -> o21bai_1 -> a21oi_1 -> xor2_1 -> ha_1 -> nand4_1 -> nor4_1 -> o21ai_0 -> o211ai_1 -> buf_4 -> and3_1
  Worst Path Max Fanout .................. 18
  Buffers & Inverters on Critical Path .................. 2
  Setup CP Type .................. flip-flop to flip-flop
  Standard cell with the maximum stage delay on the critical path .................. sky130_fd_sc_hd__o311ai_0
  Startpoint type of the worst setup path .................. flip-flop
  Worst Setup End Kind .................. flip-flop
  Data required, critical path .................. 6530 ps
  Arrival @ worst endpoint .................. approximately 4400 ps
  Family with the most delay on the worst path .................. AND-OR/OR-AND gates

Final layout
  Post-layout utilization of the core .................. roughly a third
  Post-synthesis to final-layout area growth .................. 11.8%
  Layout cells sized above 1 .................. 9.12%
  Top library cells by usage in the layout, fill and taps aside .................. sky130_fd_sc_hd__dfrtp_1, sky130_fd_sc_hd__nor2_1, sky130_fd_sc_hd__nand2_1
  Finished layout cell area .................. 9590 µm²
  Final non-filler cell total .................. 1,310
  Most frequently placed logic cell in the final layout .................. sky130_fd_sc_hd__dfrtp_1

Run
  Number of warnings in the stage logs .................. 29
  MaxCap Viol Count .................. 0

Placement
  Placer's final routability congestion estimate .................. around 0.85
  Port Buf Inserts .................. 3
  Detail Placement HPWL .................. roughly 14,000 µm
  Total placed cells including tap cells .................. ~1,300
  Post-placement setup slack .................. between 2000 and 2500 ps
  Total cell area at the placement stage .................. 9000 µm²

Worst hold path
  Tightest Hold Check Type .................. flip-flop to flip-flop

Status
  Run status .................. completed
[synth_stat cells, drive strengths merged (6+ instances only)]
master and instances:
nand4 19, nand2b 8, nor2b 8, and2 6, dfrtp 133, a21o 15, mux2 34, o211ai 6
a31oi 7, ha 76, and3 13, clkbuf 26, or3 8, a211oi 18, nor2 94, xor2 57
nand3 29, xnor2 26, a21oi 59, inv 38, nor3 23, nand2 87, o21ai 62
[state kept, by name, indices dropped and copies added, names as in the netlist]
signal,cells
f0.counter,17
f0.difference,17
f0.skip,1
f0.state,1
p0.counter_1,16
p0.counter_2,16
p0.diff_1,16
p0.diff_2,16
p0.f_count,16
p0.f_out,16
p0.first_second,1
p0.ready,1
p0.state,1
p0.state2,1
[final cells by class]
| type | instances | area, µm² |
|---|---|---|
| clock inverters | 12 | 143 |
| fillers | 2828 | 18300 |
| repair buffers | 11 | 91.3 |
| flip-flops and latches | 136 | 3420 |
| well taps | 378 | 473 |
| inverters | 38 | 143 |
| multi-input cells | 715 | 4880 |
| clock buffers | 20 | 447 |
[logic make-up (layout without fill, tap and decap cells)]
kind of cell,count (synthesis),count (layout)
DFF,136,136
xor gates and xnor gates,83,83
buffers and inverters,69,81
muxes,39,39
adders and majority gates,78,78
and+or+nand+nor,315,315
AOI/OAI and AO/OA,200,200
[power by group through the flow]
stage / registers, mW / clock network [mW] / logic [mW]
4_1_cts: 1.10 / 1.01 / 0.844
6_report: 1.10 / 0.986 / 0.836
5_1_grt: 1.12 / 1.05 / 0.959
[worst paths after layout]
path / start / end / slack [ps] / depth (start not counted)
hold reg to reg: p0.diff_2[13] / p0.diff_2[13] / 520 / 1
max in group asynchronous: nReset / f0.difference[5] / 4160 / 3
setup reg to reg: p0.f_out[0] / f0.state[0] / 2180 / 18
hold / removal: p0.diff_2[13] / p0.diff_2[13] / 520 / 1
setup / recovery: p0.f_out[0] / f0.state[0] / 2180 / 18
min in group asynchronous: nReset / f0.counter[16] / 860 / 1
[routing by layer]
| layer | vias to the layer above | track usage (%) | wire length, µm |
|---|---|---|---|
| met5 | - | 0 | 0 |
| met4 | 0 | 1.98 | 246 |
| met3 | 11 | 2.76 | 708 |
| met2 | 83 | 20.8 | 8330 |
| met1 | 3073 | 21.3 | 9420 |
| li1 | 3291 | - | - |
Power figures rest on the tool's default switching activity, not on a simulated workload.
